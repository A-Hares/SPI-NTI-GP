==> ./design.v <==
`default_nettype none
module Shifter #(parameter DWIDTH = 8)(
    input wire rst,
    input wire Sample_clk,  
    input wire Shift_clk,  
    input wire Data_in,
    input wire shifter_en,  
    input wire SPDR_wr_en,  
    input wire SPDR_rd_en,  
    input wire [DWIDTH-1:0] SPDR_in,
    output reg [DWIDTH-1:0] SPDR_out,
    output reg Data_out
);
    reg [DWIDTH-1:0] shifter_data_reg;
    reg [DWIDTH-1:0] shifter_data;
    always@(negedge rst, posedge Shift_clk) begin
        if(~rst) begin
            Data_out <= 0;
        end
        else if(shifter_en) begin
            Data_out <= shifter_data[DWIDTH-1];  
        end
    end
    always@(posedge Sample_clk) begin
        shifter_data_reg <= {shifter_data[DWIDTH-2:0] ,Data_in};
    end
    always@(*) begin
        SPDR_out = 'b0 ;
        if (SPDR_wr_en) begin
            SPDR_out = shifter_data_reg ;
        end
        else if (SPDR_rd_en) begin
            shifter_data = SPDR_in;
        end
        else if (Sample_clk)
            shifter_data = shifter_data_reg;
    end
endmodule
==> ./run.sh <==
#!/bin/bash
# OpenROAD 26Q1-2900-gdf79404cd8, Yosys 0.63+post, stock flow scripts
make -C /OpenROAD-flow-scripts/flow DESIGN_CONFIG=/design/flow/config.mk WORK_HOME=/design/flow/orfs finish
==> ./config.mk <==
export PLATFORM = sky130hd
export DESIGN_NAME = Shifter
export DESIGN_NICKNAME = Shifter
export VERILOG_FILES = /design/flow/design.v
export SDC_FILE = /design/flow/constraint.sdc
export NUM_CORES = 4
export LEC_CHECK = 1
export CORE_AREA = 10 10 70 70
export DIE_AREA = 0 0 80 80
==> ./constraint.sdc <==
current_design Shifter

set clk_period 1.0
set clk_io_pct 0.2

create_clock -name clk0 -period $clk_period [get_ports {Sample_clk}]
create_clock -name clk1 -period $clk_period [get_ports {Shift_clk}]

set non_clock_inputs [all_inputs -no_clocks]
set_input_delay [expr $clk_period * $clk_io_pct] -clock clk0 $non_clock_inputs
set_output_delay [expr $clk_period * $clk_io_pct] -clock clk0 [all_outputs]
==> impl_metrics.tcl <==
# collected from the flow reports
set metrics [dict create \
    area.growth.synth_to_final_pct 80.4 \
    antenna_left 0 \
    yosys_cells 36 \
    port-buffer-count 22 \
    areal_power_density_over_the_cells_nw_per_um2 1430 \
    floorplanUtilization_pct 14.8 \
    synthesis.area_um2 505 \
    violations "negative setup slack" \
    floorplan.io_pins 24 \
    cpPeakStageDelay_ns 0.24 \
    critPathTopFamily "multiplexers" \
    post_synthesis_cells 36 \
    cp_cell_sequence "dlxtn_1, mux2_4" \
    flop_area_um2 315 \
    global_routing_met3_resource_utilization_pct 5.34 \
    routed_wire_length_per_instance_um 11.7 \
    critical_path_buf_inv_count 0 \
    critPathSlowestCell "mux2_4" \
    wirelength_um 1380 \
    routed-via-count 383 \
    layout_setup_ws_ns -0.608 \
    fin_setup_tns_ns -2.96 \
    grt_pass1_wl_um 2030 \
    yosys_area_um2 505 \
    peakVddDrop_v 0.000912 \
    post_route_cells_drive_above_1_share_pct 54.2 \
    hold_path_class "in -> reg" \
    warning_count 30 \
    timing.hold.worst_path_depth 1 \
    rsz0062_at_grt "true" \
    critical_path.startpoint_type "latch" \
    count_of_routing_violations_after_the_opening_detailed_route_iteration 19 \
    critical_path_arrival_ns 1.48 \
    drt_first_pass_iters 4 \
    synthDistinctLibCells 8 \
    max_cap_check_violation_count 0 \
    finalClockSkew_ns 0.156 \
    finalMaxSlewViolations 0 \
    path_max_fanout 1 \
    grt_use_met2_pct 4.57 \
    ys_warn_count 1 \
    die_outline_width_um 80 \
    final-comb-area_um2 193 \
    worst-path-stages 2 \
    largest_reg_flops 16 \
    insertedDiodeCount 0 \
    clk_transition_reported_paths_ns 0.05 \
    drc 0 \
    grt_max_degree 10 \
    hold_viol_final 0 \
    setup_viol 17 \
    gr-total-overflow 0 \
    cts_tree "done" \
    dp_hpwl_um 940 \
    tightest_slew_ns 0.252 \
    vias_per_cell 3.25 \
    grt_pass1_vias 420 \
    status "finished with violations" \
    grt_antenna_before_repair 0 \
    timing.slew.headroom_pct 83.2 \
    r2r_worst_path_depth 2 \
    endpoint_kind "register" \
    syn-mean-instance-area_um2 14.0 \
    fillers 367 \
    die_height_um 80 \
    worst-endpoint-required_ns 0.87 \
    grtUsageMet1_pct 5.57 \
    grt_use_total_pct 4.46 \
    post_synthesis_register_bit_count 17 \
    grt_most_used_layer "met1" \
    holdWs_ns 0.161 \
    finalWeightedCongestion 0.738 \
    setup.worst_path.class "latch -> reg" \
    core_area_um2 3420 \
    placementRows 21 \
    leakage_nw 0.451 \
    utilization_pct 26.7 \
    chipArea_um2 6400 \
]
## power breakdown
group	internal, W	switching (W)	leakage [nW]
logic	0.000173	0.0000490	0.258
clock network	0.000358	0.000196	0.0487
registers	0.000505	0.0000224	0.144
## cell type report
type,count,area share [%]
Clock buffer,10,8.23
Sequential cell,17,34.6
Multi-Input combinational cell,18,21.1
Tap cell,46,6.31
Timing Repair Buffer,27,29.8
## final timing paths
| kind | start | to | slack (ns) |
|---|---|---|---|
| worst max-delay path | shifter_data[7]$_DLATCH_N_ | Data_out$_DFFE_PN0P_ | -0.61 |
| worst min-delay path | Data_in | shifter_data_reg[0]$_DFF_P_ | 0.16 |
| worst max register to register | shifter_data[7]$_DLATCH_N_ | Data_out$_DFFE_PN0P_ | -0.61 |
| worst min register to register | shifter_data[1]$_DLATCH_N_ | shifter_data_reg[2]$_DFF_P_ | 0.35 |
| max in group clk0 | shifter_data_reg[3]$_DFF_P_ | SPDR_out[3] | -0.25 |
| max in group asynchronous | rst | Data_out$_DFFE_PN0P_ | 0.55 |
| min in group asynchronous | rst | Data_out$_DFFE_PN0P_ | 0.35 |
| min in group clk1 | Data_out$_DFFE_PN0P_ | Data_out$_DFFE_PN0P_ | 0.59 |
## layout by cell type, fill, tap and decap left out
master | Yosys | final
dlymetal6s2s_1 | 0 | 2
bufbuf_16 | 0 | 1
buf_6 | 1 | 2
dfxtp_2 | 0 | 8
clkbuf_4 | 0 | 10
buf_4 | 0 | 1
and2_1 | 8 | 8
dfrtp_1 | 1 | 1
dlxtn_1 | 8 | 8
o21bai_1 | 1 | 1
buf_12 | 0 | 1
clkdlybuf4s50_1 | 0 | 11
mux2_4 | 8 | 9
dlygate4sd2_1 | 0 | 1
buf_2 | 0 | 7
clkdlybuf4s15_1 | 0 | 1
## logic make-up (layout without fill, tap and decap cells)
family / count (synthesis) / in the layout / synth area share (%)
AOI/OAI and AO/OA: 1 / 1 / 1.49
buffers and inverters: 1 / 37 / 2.23
and+or+nand+nor: 8 / 8 / 9.90
muxes: 9 / 9 / 26.0
latches: 8 / 8 / 23.8
DFF: 9 / 9 / 36.6
## worst reg2reg max path, delay by kind of cell, from the launching register on
family	cells	cell delay, ns
latches	2	0.23
muxes	1	0.24
## per-stage QoR
stage	setup slack, ns	instances	total power [W]	cell area [µm²]
final	-0.608	118	0.00130	912
after global routing	-0.671	118	0.00140	912
after CTS	-0.626	117	0.00132	900
after detailed placement	-0.771	104	0.000751	792
after global placement	-0.765	104	0.000747	792
after floorplan	-0.222	36	0.000622	514
## Yosys cell counts
cell | number | share of area [%]
dfxtp_1 | 8 | 32
dfrtp_1 | 1 | 4.9
o21bai_1 | 1 | 1.5
buf_6 | 1 | 2.2
dlxtn_1 | 8 | 24
and2_1 | 8 | 9.9
mux2_2 | 1 | 2.2
mux2_4 | 8 | 24
## timing repair
item                                    CTS  global route
hold buffers                              0             0
endpoints found under the setup margin   17            18
resized                                  35             2
setup buffers                             2             1
cloned                                    1             0
## layer usage
metal | part of all wire (%) | wire, µm | vias up
li1 | - | - | 191
met3 | 15 | 207 | 0
met5 | 0 | 0 | -
met4 | 0 | 0 | 0
met1 | 48 | 663 | 161
met2 | 37 | 512 | 31
Power is estimated from default activity; no workload was simulated.
