**./run.sh**
```bash
#!/bin/bash
# OpenROAD 26Q1-2900-gdf79404cd8, Yosys 0.63+post, stock flow scripts
make -C /OpenROAD-flow-scripts/flow DESIGN_CONFIG=/design/flow/config.mk WORK_HOME=/design/flow/orfs finish
```
**./config.mk**
```make
export PLATFORM = sky130hd
export DESIGN_NAME = SPDR
export DESIGN_NICKNAME = SPDR
export VERILOG_FILES = /design/flow/design.v
export SDC_FILE = /design/flow/constraint.sdc
export NUM_CORES = 4
export LEC_CHECK = 1
export CORE_AREA = 10 10 70 70
export DIE_AREA = 0 0 80 80
```
**./constraint.sdc**
```tcl
current_design SPDR

set clk_period 1.0
set clk_io_pct 0.2

create_clock -name clk0 -period $clk_period [get_ports {clk}]

set non_clock_inputs [all_inputs -no_clocks]
set_input_delay [expr $clk_period * $clk_io_pct] -clock clk0 $non_clock_inputs
set_output_delay [expr $clk_period * $clk_io_pct] -clock clk0 [all_outputs]
```
**./design.v**
```verilog
`default_nettype none
module SPDR(
    input wire [7:0] SPDR_in,
    input wire [7:0] SPDR_From_user,
    input wire clk, rst, en, SPDR_rd_en,
    output wire [7:0] SPDR_out
);
    reg [7:0] SPDR;
    assign SPDR_out = SPDR;
always @(posedge clk, negedge rst) begin
    if(~rst)
        SPDR <= 0;
    else begin
      if(en)
        SPDR <= SPDR_in;
      else if (SPDR_rd_en)
        SPDR <= SPDR_From_user;
      else
        SPDR <= SPDR_out;
    end
end
endmodule
```
==> PnR_summary.wiki <==
=== Synthesis and place and route ===
{| class="wikitable"
! Metric !! Value
|-
| Detail-routed net length per standard cell || roughly 11 um
|-
| First-pass GRT wire length || just over 2000 um
|-
| FF+latch count, synth || 8
|-
| Slack of the worst reg-to-reg path || roughly 0.16 ns
|-
| Fraction of power spent switching nets || between 20 and 25%
|-
| Placed Area || ~700 um^2
|-
| Row count || 21
|-
| Reg area || around 200 um^2
|-
| Number of library cell types mapped by synthesis || 5
|-
| Yosys synthesis warning count || 1
|-
| Area growth from synthesis to layout || 96.64%
|-
| Final Hold Violating Endpoints || 0
|-
| Number of endpoints failing setup at the final stage || 0
|-
| Height of the die || about 80 um
|-
| TritonCTS clock tree || built
|-
| Switching power || between 0.15 and 0.2 mW
|-
| Highest net fanout along the worst path || 2
|-
| Biggest register || SPDR
|-
| Layout filler cell count || 376
|-
| Mapped Avg Cell Area || roughly 11 um^2
|-
| Final standard cell utilization of the core || approximately 21%
|-
| Count of unresolved DRC violations after routing || 0
|-
| Worst setup slack after layout || around 0.051 ns
|-
| Setup repair after global routing missed its margin || no
|-
| DR vias || 376
|-
| Worst slew pin tran || around 0.36 ns
|-
| Total buffers and inverters traversed by the critical path || 1
|-
| Maximum number of pins on one net before global-route repair || 17
|-
| Data required time at the worst endpoint || ~0.80 ns
|-
| Log Warnings || 25
|-
| Highest clock rate || between 1000 and 1500 MHz
|-
| Leakage power of the design || around 0.33 nW
|-
| Area of the core || 3416 um^2
|-
| Worst setup SP type || flop
|-
| Post-synth top area share || 53.69%
|-
| Antenna violations before repair || 0
|-
| TritonCTS buffer count || 3
|-
| Final critical path time including I/O delays and setup || about 0.95 ns
|-
| Die Width || 80 um
|-
| Die area || between 6000 and 7000 um^2
|-
| Cell Int Power || roughly 0.63 mW
|-
| Number of flip-flops under the largest register name || 8
|-
| Clock network latency to the later pin of the worst-skew pair || between 0.2 and 0.25 ns
|-
| Slew Limit Headroom || approximately three quarters
|-
| Final Max Tran Viols || 0
|-
| Post-Route Skew || 0 ns
|-
| Count of buffers from port buffering || 27
|-
| Via-per-instance ratio || about 3.3
|-
| # Cells Yosys || 34
|-
| Largest registers in the final layout || SPDR x8
|-
| Hold-fix buffers at CTS || 0
|-
| Multi-input logic area || ~160 um^2
|-
| Type of element capturing the critical path || primary output
|-
| Final antenna-violating net count || 0
|-
| Crit share post-route || between 90% and 100%
|-
| Maximum root-to-sink buffer count || 2
|-
| 1st-pass router iterations || 2
|-
| Power per unit of standard cell area || roughly 1100 nW/um^2
|-
| Worst min-delay path category || primary input to asynchronous set/reset pin
|-
| Critical Setup Path Class || flop to primary output
|-
| Iteration-0 DRC count of the detailed router || 25
|-
| Largest area contributor in the netlist || dfrtp_1
|-
| Floorplan utilization || between 10% and 20%
|-
| DP Wirelength || approximately 1100 um
|-
| Synth area leaders || dfrtp_1 (54%), mux2i_1 (21%), o21ai_1 (11%)
|-
| Final global-route overflow total || 0
|-
| Total routing usage reported by global routing || 4.121%
|-
| Share of total power in sequential cells || approximately 46%
|-
| Run status || finished clean
|-
| Largest stage delay on the critical path || approximately 0.38 ns
|-
| Number of sinks driven by the clock tree || 8
|-
| Routed wire length || 1277 um
|-
| Worst supply voltage drop on vdd || about 0.00028 V
|-
| Register share after synthesis || a little over half
|-
| Logic pwr share || between 20% and 30%
|-
| Cells along the critical path || buf_2
|-
| Number of max-cap violations || 0
|-
| Cell area after synthesis || approximately 370 um^2
|-
| Routability Congestion || ~0.71
|-
| Crit path max-delay cell type || dfrtp_1
|-
| Cell type group with the largest total delay on the critical path || flip-flops
|-
| Total Neg Setup Slack || 0 ns
|-
| Number of global-route vias before repair || 422
|-
| Root buffer selected by CTS || clkbuf_4
|-
| Final standard cell area without fillers || approximately 730 um^2
|-
| Area of the synthesized netlist per yosys stat || between 300 and 400 um^2
|-
| Clock power frac || between 20% and 30%
|-
| Number of top-level design ports || 28
|-
| Share of layout cells above drive strength 1 || 26.87%
|-
| Count of inserted antenna diode cells || 0
|-
| Pre-CTS setup slack || -0.2443 ns
|-
| H-tree depth || 1
|-
| Number of cells produced by synthesis || 34
|-
| Register clock-pin slew on the reported worst setup and hold paths || about 0.05 ns
|-
| Critical path data arrival time || 0.75 ns
|}
==> through the flow <==
| stage | total power, mW | hold slack (ns) | cells |
|---|---|---|---|
| floorplan | 0.4257 | -0.09559 | 34 |
| global placement | 0.5946 | 0.5024 | 107 |
| detailed placement | 0.5958 | 0.5050 | 107 |
| CTS | 0.8254 | 0.2326 | 112 |
| global route | 0.8901 | 0.2374 | 113 |
| finish | 0.8136 | 0.2309 | 113 |
==> synthesized netlist by cell type <==
master	count
mux2i_1	8
dfrtp_1	8
nand2_1	8
buf_6	2
o21ai_1	8
==> worst paths after layout <==
| path | startpoint | endpoint | cells past startpoint |
|---|---|---|---|
| setup / recovery | SPDR[6] | SPDR_out[6] | 1 |
| hold / removal | rst | SPDR[4] | 1 |
| setup reg to reg | SPDR[5] | SPDR[5] | 3 |
| hold reg to reg | SPDR[4] | SPDR[4] | 2 |
| max in group asynchronous | rst | SPDR[5] | 1 |
| min in group clk0 | SPDR_rd_en | SPDR[5] | 4 |
==> placed cells by master, fill, tap and decap left out <==
| cell | netlist | final |
|---|---|---|
| clkdlybuf4s50_1 | 0 | 18 |
| dfrtp_1 | 8 | 8 |
| nand2_1 | 8 | 8 |
| o21ai_1 | 8 | 8 |
| buf_2 | 0 | 8 |
| mux2i_1 | 8 | 6 |
| clkbuf_4 | 0 | 3 |
| buf_4 | 0 | 3 |
| mux2i_2 | 0 | 2 |
| buf_12 | 0 | 2 |
| dlymetal6s2s_1 | 0 | 1 |
==> power groups by stage <==
stage	sequential [mW]	combinational, mW	clock, mW
final	0.370	0.207	0.236
after global routing	0.374	0.232	0.284
after CTS	0.370	0.203	0.253
==> metal layers <==
metal,vias up,GRT usage [%],share of wire (%)
li1,187,-,-
met1,178,4.389,35
met2,11,7.063,55
met3,0,2.273,9.7
met4,0,0.7042,0
met5,-,0,0
==> logic make-up after synthesis <==
group,count (synthesis),synth area share [%]
compound gates,8,10.74
mux,8,21.48
flops,8,53.69
buf+inv,2,6.040
simple gates,8,8.054
==> cell type report <==
cell class,instances,share of cell area [%]
timing repair buffer,32,40.27
sequential,8,27.30
multi-input combinational,24,21.50
tap,46,7.850
clock buffer,3,3.072
==> repair_timing <==
| item | in CTS | in global routing |
|---|---|---|
| endpoints found under the hold margin | 0 | 0 |
| cloned | 0 | 0 |
| buffers inserted | 2 | 1 |
| endpoints found under the setup margin | 8 | 8 |
| resized | 24 | 3 |
Power and IR drop assume default switching activity.
