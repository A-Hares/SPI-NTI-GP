$ cat ./config.mk
export PLATFORM = sky130hd
export DESIGN_NAME = Master_Slave_controller
export DESIGN_NICKNAME = Master_Slave_controller
export VERILOG_FILES = /design/flow/design.v
export SDC_FILE = /design/flow/constraint.sdc
export NUM_CORES = 4
export LEC_CHECK = 1
export CORE_AREA = 10 10 70 70
export DIE_AREA = 0 0 80 80
$ cat ./constraint.sdc
current_design Master_Slave_controller

set clk_period 1.0
set clk_io_pct 0.2

create_clock -name clk0 -period $clk_period [get_ports {control_BaudRate}]

set non_clock_inputs [all_inputs -no_clocks]
set_input_delay [expr $clk_period * $clk_io_pct] -clock clk0 $non_clock_inputs
set_output_delay [expr $clk_period * $clk_io_pct] -clock clk0 [all_outputs]
$ cat ./design.v
`default_nettype none
module Master_Slave_controller(
    input wire clk,
    input wire control_BaudRate,             
    input wire rst,                  
    input wire SS,                   
    input wire SPE,                  
    input wire MSTR,                 
    input wire [2:0] counter,
    output reg counter_enable,
    output reg Reg_write_en,        
    output reg Shifter_en,          
    output reg idle,                
    output reg start,
    output reg SPIF,                 
    output wire BRG_clr,             
    output reg SPDR_wr_en,           
    output reg SPDR_rd_en            
);
    localparam Start = 0, Idle = 1 , Run = 2, Update = 3;
    reg [1:0] current_state, next_state;
    assign BRG_clr = ~MSTR | SS | ~SPE;
    always @(posedge control_BaudRate , negedge rst) begin
        if(~rst)
            current_state <= Start;
        else
            current_state <= next_state;
    end
    always @(*) 
        case (current_state)
            Start:  if (SPE) next_state=Idle;
            Idle:   if (!SS && SPE) begin next_state=Run; end
                    else begin next_state=Idle; end
            Run:    if (counter==7) begin next_state=Update; end
                    else begin next_state=Run; end
            Update: next_state=Idle;
        endcase 
    always @(*) begin
        idle = 0;
        SPDR_rd_en = 0;
        SPDR_wr_en = 0;
        Shifter_en = 0;
        SPIF = 0;
        Reg_write_en = 0;
        counter_enable = 0;
        start = 0;
        case (current_state)
            Start:  begin
                        start = 1;
                    end
            Idle :  begin
                        idle = 1;
                        SPDR_rd_en = 1;
                        Reg_write_en = 1;
                    end
            Run :   begin   
                        Shifter_en = 1; 
                        counter_enable = 1;
                    end
            Update: begin
                        idle = 1; 
                        SPDR_wr_en = 1;
                        SPIF = 1;
                        Reg_write_en = 1;
                    end
        endcase
    end
endmodule
$ cat ./run.sh
#!/bin/bash
# OpenROAD 26Q1-2900-gdf79404cd8, Yosys 0.63+post, stock flow scripts
make -C /OpenROAD-flow-scripts/flow DESIGN_CONFIG=/design/flow/config.mk WORK_HOME=/design/flow/orfs finish
==> flow_metrics.env <==
# physical design summary
export IMPL_outcome="finished, violations left"
export IMPL_violations_in_the_final_reports="setup timing"
export IMPL_worst_path_max_fanout=4
export IMPL_power_density_cell_area_mw_per_mm2=476
export IMPL_detail_route_antenna_nets=0
export IMPL_cts_root_buf="sky130_fd_sc_hd__clkbuf_4"
export IMPL_numSynthFlops=4
export IMPL_crit_cells=3
export IMPL_setup_tns_final_ns=-2.60
export IMPL_synth_warning_count=1
export IMPL_wirelength_um=808
export IMPL_core_rowCount=21
export IMPL_route_vias_total=269
export IMPL_grt_start_max_net_pins=5
export IMPL_fa_ha_area_share_pct=30.6
export IMPL_synthXorXnorAreaFrac_pct=0
export IMPL_initial_antenna_violation_count=0
export IMPL_maximum_level_of_the_cts_h_tree=1
export IMPL_grt_usage_pct=2.46
export IMPL_avgViaCountPerCell=2.64
export IMPL_yosysTopAreaCellShare_pct=30.6
export IMPL_fmax_ghz=0.721
export IMPL_post_synth_top_area_cell="sky130_fd_sc_hd__ha_1"
export IMPL_yosys_top_cells_area="sky130_fd_sc_hd__ha_1 (31%), sky130_fd_sc_hd__dfrtp_1 (20%), sky130_fd_sc_hd__dlxtn_1 (12%), sky130_fd_sc_hd__buf_4 (9.2%), sky130_fd_sc_hd__inv_1 (4.6%)"
export IMPL_final_min_clock_period_ns=1.39
export IMPL_grt_overflow=0
export IMPL_count_of_endpoints_without_a_timing_constraint=4
export IMPL_period_used_pct=139
export IMPL_worst_ep_arrival_time_ns=1.19
export IMPL_path_cells="ha_4 -> or2_4 -> buf_2"
export IMPL_report_final_slew_viol_count=0
export IMPL_criticalPathCategory="register to output port"
export IMPL_synth_mux_area_fraction_pct=0
export IMPL_maxSlewHeadroom_pct=90.5
export IMPL_end_kind="output port"
export IMPL_grt_pass1_vias=284
export IMPL_flow_area_growth_from_synthesis_pct=166
export IMPL_die_width_um=80
export IMPL_yosys_stat_cells=24
export IMPL_max_vdd_ir_drop_mv=0.0967
export IMPL_utilization_pct=19.1
export IMPL_io_pins=18
export IMPL_setup_ws_ns=-0.386
export IMPL_tritoncts="yes"
export IMPL_antenna_cells=0
export IMPL_grt_setup_unrepaired="yes"
export IMPL_setup_violations_final=8
export IMPL_timing_critical_path_buf_inv=1
export IMPL_synth_cells=24
export IMPL_netlist_logic_family_top="adder cells"
export IMPL_io_buffers=16
export IMPL_simple_gate_share_pct=16.8
export IMPL_power_static_leakage_nw=0.295
export IMPL_finalWeightedCongestion=0.712
export IMPL_maxCapViolCount=0
export IMPL_max_stage_delay_ns=0.45
export IMPL_drt_pass1_iterations=2
export IMPL_required_ns=0.80
export IMPL_yosys_area_um2=245
export IMPL_cell_area_after_technology_mapping_um2=245
export IMPL_post_drt_wl_per_cell_um=7.92
export IMPL_cts_buffers=3
export IMPL_post_route_cells_drive_above_1_share_pct=69.6
export IMPL_unclocked_pins=2
export IMPL_clock_tree_buffer_depth=2
export IMPL_post_cts_hold_buffer_count=0
export IMPL_floorplan_core_util_pct=7.18
export IMPL_grt_pass1_wl_um=1290
export IMPL_worst_slew_pin_slew_ns=0.142
export IMPL_timing_final_hold_violations=0
export IMPL_timing_critical_path_max_delay_family="flip-flops"
export IMPL_dieArea_mm2=0.00640
export IMPL_holdCritPathClass="primary input to asynchronous set/reset pin"
export IMPL_compound_area_share_pct=6.12
export IMPL_avgSynthCellArea_um2=10.2
export IMPL_clk_pin_slew_worst_paths_ns=0.03
export IMPL_yosys_cell_types_count=13
export IMPL_timing_critical_path_from_type="register"
export IMPL_coreArea_mm2=0.00342
export IMPL_initialDrtViolationCount=4
export IMPL_critPathSlowestCell="sky130_fd_sc_hd__dfrtp_2"
export IMPL_drt_drc_violations_left=0
export IMPL_hpwlAfterDp_um=666
export IMPL_die_y_size_um=80
export IMPL_log_warning_count=34
==> report_power, final <==
part,switching [W],leakage (nW),internal [W]
clock,0.0000456,0.0138,0.000132
combinational,0.0000117,0.244,0.0000362
sequential,0.000000603,0.0380,0.0000835
==> what timing repair did <==
item | CTS | global route
setup buffers | 7 | 2
pin swaps | 4 | 4
setup endpoints to repair | 9 | 9
gates resized | 47 | 7
==> path summary, 6_finish.rpt <==
kind                                  start          endpoint
hold / removal                          rst  current_state[0]
min in group clk0                      MSTR           BRG_clr
max in group asynchronous               rst  current_state[1]
setup / recovery           current_state[0]      Reg_write_en
==> flip-flops by register name, indices dropped and copies added, names as in the netlist <==
name           cells
current_state      2
next_state         2
==> metrics by stage <==
| step | cell area [µm²] | setup slack, ns | hold slack (ns) | total power, W | std cells |
|---|---|---|---|---|---|
| finish | 652 | -0.386 | 0.146 | 0.000310 | 102 |
| global route | 652 | -0.443 | 0.137 | 0.000337 | 102 |
| CTS | 624 | -0.423 | 0.137 | 0.000324 | 101 |
| detailed placement | 508 | -0.623 | 0.377 | 0.000133 | 91 |
| global placement | 508 | -0.602 | 0.371 | 0.000132 | 91 |
| floorplan | 253 | -0.116 | -0.0956 | 0.0000928 | 24 |
==> per-layer routing <==
metal / vias up / wire, µm / global-route usage (%)
met5: - / 0 / 0
met4: 0 / 31 / 1.23
met3: 2 / 131 / 1.59
met2: 15 / 282 / 3.05
met1: 110 / 363 / 3.13
li1: 142 / - / -
==> layout by cell type, fill, tap and decap left out, drive strengths merged <==
| master | Yosys | layout |
|---|---|---|
| or2 | 1 | 1 |
| clkbuf | 0 | 3 |
| and3b | 1 | 1 |
| dlxtn | 2 | 2 |
| nand4 | 1 | 1 |
| clkdlybuf4s15 | 0 | 2 |
| nand2 | 1 | 1 |
| buf | 3 | 25 |
| o211ai | 1 | 1 |
| nor2b | 1 | 1 |
| clkdlybuf4s50 | 0 | 4 |
| dlygate4sd2 | 0 | 1 |
| and2b | 1 | 1 |
| dfrtp | 2 | 2 |
| ha | 6 | 6 |
| o21a | 1 | 1 |
| inv | 3 | 3 |
==> synth_stat cells, drive strengths merged <==
cell type and number:
ha 6, dfrtp 2, and3b 1, inv 3, nor2b 1, o211ai 1
nand4 1, and2b 1, buf 3, dlxtn 2, or2 1, nand2 1
o21a 1
==> cells by family (layout without fill, tap and decap cells) <==
| group | count (synthesis) | in the layout |
|---|---|---|
| DFF | 2 | 2 |
| and+or+nand+nor | 6 | 6 |
| buffers and inverters | 6 | 38 |
| latches | 2 | 2 |
| AOI/OAI and AO/OA | 2 | 2 |
| adders and majority gates | 6 | 6 |
==> cell type report <==
class	instances	area (µm²)
clock buffers	3	22.5
inverters	3	11.3
flip-flops and latches	4	82.6
fillers	378	2760
well taps	46	57.6
multi-input cells	14	184
repair buffers	32	294
Power figures rest on the tool's default switching activity, not on a simulated workload.
